==> flow/design.v <==
`timescale 1ns / 1ps
module BruteForceFull(
    input clk, reset,
    input clk_kb, data_kb,
    output reg [3:0] keyboard_input,
    output reg [9:0] led
    );
    parameter DAMAGE = 5;
    reg [9:0] pHealth;
    reg [2:0] playerDamage;
    reg [9:0] cHealth;
    reg cpuDamage;
    reg [7:0] data_curr;
    reg [3:0] data_out, b;
    reg flag;
    initial begin
        b<=4'h1; 
        flag<=1'b0; 
        data_curr<=8'h45; 
        keyboard_input<=4'b0000;
        data_out<=4'b0000;
        cHealth <= 10'b1111111111;
        pHealth <= 10'b1111111111;
        led <= 10'b1111111111;
    end
    always @(negedge clk_kb) begin   
        case(b) 
            1:;  
            2:data_curr[0]<=data_kb; 
            3:data_curr[1]<=data_kb; 
            4:data_curr[2]<=data_kb; 
            5:data_curr[3]<=data_kb; 
            6:data_curr[4]<=data_kb; 
            7:data_curr[5]<=data_kb; 
            8:data_curr[6]<=data_kb; 
            9:data_curr[7]<=data_kb;
            10:flag<=1'b1;  
            11:flag<=1'b0;  
        endcase 
         if(b<=10) 
         b<=b+1'b1; 
         else if(b==11) 
         b<=1; 
    end 
    always @(negedge clk_kb) begin  
        case (data_curr)
        8'h1C: data_out = 4'b0001;  
        8'h23: data_out = 4'b0010;  
        8'h29: data_out = 4'b0011;  
        endcase
    end
    always@(posedge flag) begin  
     if(data_out==4'b0001)
         keyboard_input[3:0]<=data_out; 
     else if(data_out==4'b0010)
         keyboard_input[3:0]<=data_out; 
     else if(data_out==4'b0011)
         keyboard_input[3:0]<=data_out;
    end
    always @ (posedge flag) begin
        if (reset) begin
            cHealth <= 10'b1111111111;
            pHealth <= 10'b1111111111;
            led <= 10'b1111111111;
        end
        case(keyboard_input)
            4'b0011:
                cHealth <= cHealth;
            4'b0010:
                cHealth <= cHealth << 1;
            4'b0001:
                cHealth <= cHealth << 1;
            default:
                cHealth <= cHealth;
        endcase
        case(cHealth)
            10'b1111111111:
                led[9:0] <= 10'b111111111;
            10'b1111111110:
                led[9:0] <= 10'b111111110;
            10'b1111111100:
                led[9:0] <= 10'b111111100;
            10'b1111111000:
                led[9:0] <= 10'b111111000;
            10'b1111110000:
                led[9:0] <= 10'b111110000;
            10'b1111100000:
                led[9:0] <= 10'b111100000;
            10'b1111000000:
                led[9:0] <= 10'b1111000000;
            10'b1110000000:
                led[9:0] <= 10'b111000000;
            10'b1100000000:
                led[9:0] <= 10'b110000000;
            10'b1000000000:
                led[9:0] <= 10'b100000000;
            10'b0000000000:
                led[9:0] <= 10'b000000000;
        endcase
    end
endmodule
==> flow/run.sh <==
#!/bin/bash
# OpenROAD 26Q1-2900-gdf79404cd8, Yosys 0.63+post, stock flow scripts
make -C /OpenROAD-flow-scripts/flow DESIGN_CONFIG=/design/flow/config.mk WORK_HOME=/design/flow/orfs finish
==> flow/config.mk <==
export PLATFORM = sky130hd
export DESIGN_NAME = BruteForceFull
export DESIGN_NICKNAME = BruteForceFull
export VERILOG_FILES = /design/flow/design.v
export SDC_FILE = /design/flow/constraint.sdc
export NUM_CORES = 4
export LEC_CHECK = 1
export CORE_UTILIZATION = 40
==> flow/constraint.sdc <==
current_design BruteForceFull

set clk_period 1.6
set clk_io_pct 0.2

create_clock -name clk0 -period $clk_period [get_ports {clk_kb}]

set non_clock_inputs [all_inputs -no_clocks]
set_input_delay [expr $clk_period * $clk_io_pct] -clock clk0 $non_clock_inputs
set_output_delay [expr $clk_period * $clk_io_pct] -clock clk0 [all_outputs]
==> out/results.ini <==
[run_status]
status=complete, no violations

[worst_setup_path]
cp.arrival_ps=2410
crit_path_start_kind=register
cp_data_required_time_ps=2460
worstSetupPathType=reg -> reg
max_stage_delay_ps=400
crit_fanout=5
path_cells=inv_1 > ha_1 > nor2_2 > o21ai_0 > and2_1
crit_path_top_delay_cell=edfxtp_1
cp-end-kind=register

[clocking]
cts-root-buf=clkbuf_8
clkLatencyLatePin_ps=320
cts_tree=done
cts_buffers=3
htreeDepth=1
clk_path_buf_depth=2
clk_pin_slew_ps=40

[pwr]
ir_drop_v=0.0009664
p_per_area_nw_per_um2=535.3
leakagePower_nw=0.7464
finalPower_mw=1.055

[sta]
worst_slew_pin_slew_ps=549.7
finalCritPeriodShare_pct=96.65
setup_viol=0
unclocked_regs=22
drv_slew=0
tns_ps=0
hold_violations=0
finClkSkew_ps=11.68
unconstrained_endpoints=55
max_freq_ghz=0.6467
relSlewSlack_pct=63.36
fin_crit_ps=1546

[synth]
yosysTopAreaCell=edfxtp_1
yosys.cell_types.count=34
numSynthFlops=37
yosys-stat-area_um2=1624
yosysSeqAreaShare_pct=68.41
ys_cells=113
area_leaders=edfxtp_1, ha_1, and2_1, nor2b_1, a221oi_4
ys_warn_count=1
synth_area_per_cell_um2=14.37
top_area_share_pct=68.41
syn_area_um2=1624
syn_inst=113

[layout]
final_area_um2=1971
drive_gt1_share_pct=11.49
nFillCells=298
area_growth_pct=21.34
mostFrequentLayoutCell=edfxtp_1
layout_top_cells=edfxtp_1, inv_1, clkdlybuf4s50_1, and2_1, nand2_1

[floorplan]
die_area_um2=4319
pin_count=18
fp_util_pct=43.07
num_rows=22
coreArea_um2=3771
dieHeight_um=65.72
die_w_um=65.72

[detailed_routing]
num_antenna_cells=0
postRouteWirelength_um=2170
first_pass_iters=4
via_per_inst=4.827
avgRoutedWirePerCell_um=11.07
drc=0
drt_iter0_markers=34
final_antenna_net_count=0
dr_total_vias=946

[global_route]
grt-ovfl-total=0
grtUsageTotal_pct=11.56
grt_pass1_vias=915
grt_start_max_net_pins=23
grt_antenna_before_repair=0
grt_pass1_wl_um=3712

[place]
hpwl_um=1528
port_buffers=14
place_congestion=0.8061
place_area_um2=1832

[run]
warnings=44
max-cap-violations=0

[worst_hold_path]
hold_class=reg -> reg

## flip-flops by register name, summed over array words and instances (netlist names)
signal          flops
cHealth            10
led                10
data_curr           8
b                   4
data_out            2
keyboard_input      2
flag                1
## worst max-delay path: cells and delay by family, from the launching register on
kind                     cells  cell delay [ps]
AND-OR/OR-AND                1              150
adder cells (fa/ha/maj)      1              270
flip-flops                   1              400
buffers and inverters        1               90
AND/OR/NAND/NOR              2              380
## Yosys cell counts
library cell  instances
a21o_1                1
a21oi_1               5
a221oi_4              1
a22o_1                1
a22oi_1               1
a22oi_2               1
a41o_1                1
and2_1                7
and3_1                2
and4_1                1
buf_4                 2
conb_1                1
edfxtp_1             37
ha_1                  4
inv_1                 6
mux2_2                1
nand2_1               6
nand2_2               1
nand3_1               2
nand4b_1              2
nor2_1                5
nor2_4                1
nor2b_1               5
nor3_1                3
nor3b_1               2
nor4_1                1
nor4bb_1              1
o211ai_1              1
o21ai_0               3
o21bai_1              1
or2_1                 2
or2_2                 2
or4_4                 1
xor2_1                2
## per-stage QoR
| stage | setup slack [ps] | utilization [%] | hold slack [ps] | std cells |
|---|---|---|---|---|
| floorplan | 114.6 | - | 537.3 | 115 |
| global placement | -310.3 | 48.57 | 550.2 | 177 |
| detailed placement | -353.2 | 48.57 | 568.1 | 177 |
| CTS | 31.96 | 51.82 | 589.2 | 195 |
| global route | -4.028 | 52.26 | 604.6 | 196 |
| finish | 53.60 | 52.26 | 580.9 | 196 |
## metal layers
| layer | global-route usage [%] | routed length (um) |
|---|---|---|
| met1 | 17.90 | 1109 |
| met2 | 17.22 | 975 |
| met3 | 3.873 | 78 |
| met4 | 2.446 | 6 |
| met5 | 0 | 0 |
## layout make-up
type / instances / area [um2] / area share (%)
clock inverters: 16 / 86.33 / 4.381
clock buffers: 3 / 41.29 / 2.095
flip-flops and latches: 37 / 1111 / 56.38
multi-input cells: 70 / 491.7 / 24.95
inverters: 5 / 18.77 / 0.9524
well taps: 48 / 60.06 / 3.048
repair buffers: 17 / 161.4 / 8.190
## kinds of logic (layout without fill, tap and decap cells)
logic type                 Yosys count  count (layout)  share of synthesized area, %
AOI/OAI and AO/OA                   16              16                         7.859
xor gates and xnor gates             2               2                         1.079
adders and majority gates            4               4                         3.082
buffers and inverters                8              41                         2.311
DFF                                 37              37                         68.41
muxes                                1               1                        0.6933
other                                1               3                        0.2309
and+or+nand+nor                     44              44                         16.33
## timing repair
action / CTS / global route
endpoints found under the setup margin: 8 / 5
buffers inserted: 0 / 1
gates resized: 1 / 2
hold buffers: 0 / 0
pin swaps: 0 / 1
## power breakdown
part | total [mW] | switching, mW | internal, mW
combinational | 0.0113 | 0.00733 | 0.00393
clock | 0.607 | 0.224 | 0.383
sequential | 0.436 | 0 | 0.436
## worst paths after layout
| path | startpoint | end | slack [ps] | cells after the start |
|---|---|---|---|---|
| setup / recovery | b[0] | b[1] | 50 | 5 |
| hold / removal | data_curr[7] | data_out[0] | 580 | 2 |
| setup reg to reg | b[0] | b[1] | 50 | 5 |
| hold reg to reg | data_curr[7] | data_out[0] | 580 | 2 |
No activity file was given, so power comes from the tool's default toggle rates.
