==> ./design.v <==
`timescale 1ns / 1ps
module Alarm_Sound(input clk, output reg speaker);
    parameter clk_div = 1000000000/440/2;
    reg [14:0] count;
    reg [30:0] tone;
    always @(posedge clk) tone <= tone+1;
    wire [7:0] fullnote;
    sound_ROM sr(.clk(clk), .address(tone[29:22]), .note(fullnote));
    wire [2:0] octave;
    wire [3:0] note;
    div_by_12 get_octave_and_note(.numer(fullnote[5:0]), .quotient(octave), .remain(note));
    reg [8:0] clkdivider;
    always @*
    case(note)
        0: clkdivider = 9'd511; 
        1: clkdivider = 9'd482; 
        2: clkdivider = 9'd455; 
        3: clkdivider = 9'd430; 
        4: clkdivider = 9'd405; 
        5: clkdivider = 9'd383; 
        6: clkdivider = 9'd361; 
        7: clkdivider = 9'd341; 
        8: clkdivider = 9'd322; 
        9: clkdivider = 9'd303; 
        10: clkdivider = 9'd286; 
        11: clkdivider = 9'd270; 
        default: clkdivider = 9'd0;
    endcase    
    reg [8:0] counter_note;
    reg [7:0] counter_octave;
    always @(posedge clk) counter_note <= counter_note==0 ? clkdivider : counter_note-9'd1;
    always @(posedge clk) if(counter_note==0) counter_octave <= counter_octave==0 ? 8'd255 >> octave : counter_octave-8'd1;
    always @(posedge clk) if(counter_note == 0 && counter_octave == 0 && fullnote != 0 && tone[30] == 0) speaker <= ~speaker;
endmodule
`timescale 1ns / 1ps
module div_by_12(
input [5:0] numer, 
output reg [2:0] quotient, 
output [3:0] remain);
reg [3:0] remain_bit3_bit2;
assign remain = {remain_bit3_bit2, numer[1:0]};  
always @(numer[5:2])  
case(numer[5:2])
   0: begin quotient=0; remain_bit3_bit2=0; end
   1: begin quotient=0; remain_bit3_bit2=1; end
   2: begin quotient=0; remain_bit3_bit2=2; end
   3: begin quotient=1; remain_bit3_bit2=0; end
   4: begin quotient=1; remain_bit3_bit2=1; end
   5: begin quotient=1; remain_bit3_bit2=2; end
   6: begin quotient=2; remain_bit3_bit2=0; end
   7: begin quotient=2; remain_bit3_bit2=1; end
   8: begin quotient=2; remain_bit3_bit2=2; end
   9: begin quotient=3; remain_bit3_bit2=0; end
 10: begin quotient=3; remain_bit3_bit2=1; end
 11: begin quotient=3; remain_bit3_bit2=2; end
 12: begin quotient=4; remain_bit3_bit2=0; end
 13: begin quotient=4; remain_bit3_bit2=1; end
 14: begin quotient=4; remain_bit3_bit2=2; end
 15: begin quotient=5; remain_bit3_bit2=0; end
endcase
endmodule
`timescale 1ns / 1ps
module sound_ROM(input clk,
input [7:0] address,
output reg [7:0] note
);
    always @(posedge clk)
    case(address)
     0: note<= 8'd25;
     1: note<= 8'd27;
     2: note<= 8'd27;
     3: note<= 8'd25;
     4: note<= 8'd22;
     5: note<= 8'd22;
     6: note<= 8'd30;
     7: note<= 8'd30;
     8: note<= 8'd27;
     9: note<= 8'd27;
    10: note<= 8'd25;
    11: note<= 8'd25;
    12: note<= 8'd25;
    13: note<= 8'd25;
    14: note<= 8'd25;
    15: note<= 8'd25;
    16: note<= 8'd25;
    17: note<= 8'd27;
    18: note<= 8'd25;
    19: note<= 8'd27;
    20: note<= 8'd25;
    21: note<= 8'd25;
    22: note<= 8'd30;
    23: note<= 8'd30;
    24: note<= 8'd29;
    25: note<= 8'd29;
    26: note<= 8'd29;
    27: note<= 8'd29;
    28: note<= 8'd29;
    29: note<= 8'd29;
    30: note<= 8'd29;
    31: note<= 8'd29;
    32: note<= 8'd23;
    33: note<= 8'd25;
    34: note<= 8'd25;
    35: note<= 8'd23;
    36: note<= 8'd20;
    37: note<= 8'd20;
    38: note<= 8'd29;
    39: note<= 8'd29;
    40: note<= 8'd27;
    41: note<= 8'd27;
    42: note<= 8'd25;
    43: note<= 8'd25;
    44: note<= 8'd25;
    45: note<= 8'd25;
    46: note<= 8'd25;
    47: note<= 8'd25;
    48: note<= 8'd25;
    49: note<= 8'd27;
    50: note<= 8'd25;
    51: note<= 8'd27;
    52: note<= 8'd25;
    53: note<= 8'd25;
    54: note<= 8'd27;
    55: note<= 8'd27;
    56: note<= 8'd22;
    57: note<= 8'd22;
    58: note<= 8'd22;
    59: note<= 8'd22;
    60: note<= 8'd22;
    61: note<= 8'd22;
    62: note<= 8'd22;
    63: note<= 8'd22;
    64: note<= 8'd25;
    65: note<= 8'd27;
    66: note<= 8'd27;
    67: note<= 8'd25;
    68: note<= 8'd22;
    69: note<= 8'd22;
    70: note<= 8'd30;
    71: note<= 8'd30;
    72: note<= 8'd27;
    73: note<= 8'd27;
    74: note<= 8'd25;
    75: note<= 8'd25;
    76: note<= 8'd25;
    77: note<= 8'd25;
    78: note<= 8'd25;
    79: note<= 8'd25;
    80: note<= 8'd25;
    81: note<= 8'd27;
    82: note<= 8'd25;
    83: note<= 8'd27;
    84: note<= 8'd25;
    85: note<= 8'd25;
    86: note<= 8'd30;
    87: note<= 8'd30;
    88: note<= 8'd29;
    89: note<= 8'd29;
    90: note<= 8'd29;
    91: note<= 8'd29;
    92: note<= 8'd29;
    93: note<= 8'd29;
    94: note<= 8'd29;
    95: note<= 8'd29;
    96: note<= 8'd23;
    97: note<= 8'd25;
    98: note<= 8'd25;
    99: note<= 8'd23;
    100: note<= 8'd20;
    101: note<= 8'd20;
    102: note<= 8'd29;
    103: note<= 8'd29;
    104: note<= 8'd27;
    105: note<= 8'd27;
    106: note<= 8'd25;
    107: note<= 8'd25;
    108: note<= 8'd25;
    109: note<= 8'd25;
    110: note<= 8'd25;
    111: note<= 8'd25;
    112: note<= 8'd25;
    113: note<= 8'd27;
    114: note<= 8'd25;
    115: note<= 8'd27;
    116: note<= 8'd25;
    117: note<= 8'd25;
    118: note<= 8'd32;
    119: note<= 8'd32;
    120: note<= 8'd30;
    121: note<= 8'd30;
    122: note<= 8'd30;
    123: note<= 8'd30;
    124: note<= 8'd30;
    125: note<= 8'd30;
    126: note<= 8'd30;
    127: note<= 8'd30;
    128: note<= 8'd27;
    129: note<= 8'd27;
    130: note<= 8'd27;
    131: note<= 8'd27;
    132: note<= 8'd30;
    133: note<= 8'd30;
    134: note<= 8'd30;
    135: note<= 8'd27;
    136: note<= 8'd25;
    137: note<= 8'd25;
    138: note<= 8'd22;
    139: note<= 8'd22;
    140: note<= 8'd25;
    141: note<= 8'd25;
    142: note<= 8'd25;
    143: note<= 8'd25;
    144: note<= 8'd23;
    145: note<= 8'd23;
    146: note<= 8'd27;
    147: note<= 8'd27;
    148: note<= 8'd25;
    149: note<= 8'd25;
    150: note<= 8'd23;
    151: note<= 8'd23;
    152: note<= 8'd22;
    153: note<= 8'd22;
    154: note<= 8'd22;
    155: note<= 8'd22;
    156: note<= 8'd22;
    157: note<= 8'd22;
    158: note<= 8'd22;
    159: note<= 8'd22;
    160: note<= 8'd20;
    161: note<= 8'd20;
    162: note<= 8'd22;
    163: note<= 8'd22;
    164: note<= 8'd25;
    165: note<= 8'd25;
    166: note<= 8'd27;
    167: note<= 8'd27;
    168: note<= 8'd29;
    169: note<= 8'd29;
    170: note<= 8'd29;
    171: note<= 8'd29;
    172: note<= 8'd29;
    173: note<= 8'd29;
    174: note<= 8'd29;
    175: note<= 8'd29;
    176: note<= 8'd30;
    177: note<= 8'd30;
    178: note<= 8'd30;
    179: note<= 8'd30;
    180: note<= 8'd29;
    181: note<= 8'd29;
    182: note<= 8'd27;
    183: note<= 8'd27;
    184: note<= 8'd25;
    185: note<= 8'd25;
    186: note<= 8'd23;
    187: note<= 8'd20;
    188: note<= 8'd20;
    189: note<= 8'd20;
    190: note<= 8'd20;
    191: note<= 8'd20;
    192: note<= 8'd25;
    193: note<= 8'd27;
    194: note<= 8'd27;
    195: note<= 8'd25;
    196: note<= 8'd22;
    197: note<= 8'd22;
    198: note<= 8'd30;
    199: note<= 8'd30;
    200: note<= 8'd27;
    201: note<= 8'd27;
    202: note<= 8'd25;
    203: note<= 8'd25;
    204: note<= 8'd25;
    205: note<= 8'd25;
    206: note<= 8'd25;
    207: note<= 8'd25;
    208: note<= 8'd25;
    209: note<= 8'd27;
    210: note<= 8'd25;
    211: note<= 8'd27;
    212: note<= 8'd25;
    213: note<= 8'd25;
    214: note<= 8'd30;
    215: note<= 8'd30;
    216: note<= 8'd29;
    217: note<= 8'd29;
    218: note<= 8'd29;
    219: note<= 8'd29;
    220: note<= 8'd29;
    221: note<= 8'd29;
    222: note<= 8'd29;
    223: note<= 8'd29;
    224: note<= 8'd23;
    225: note<= 8'd25;
    226: note<= 8'd25;
    227: note<= 8'd23;
    228: note<= 8'd20;
    229: note<= 8'd20;
    230: note<= 8'd29;
    231: note<= 8'd29;
    232: note<= 8'd27;
    233: note<= 8'd27;
    234: note<= 8'd25;
    235: note<= 8'd25;
    236: note<= 8'd25;
    237: note<= 8'd25;
    238: note<= 8'd25;
    239: note<= 8'd25;
    240: note<= 8'd25;
    241: note<= 8'd0;
    242: note<= 8'd00;
    default: note <= 8'd0;
endcase
endmodule
==> ./run.sh <==
#!/bin/bash
# OpenROAD 26Q1-2900-gdf79404cd8, Yosys 0.63+post, stock flow scripts
make -C /OpenROAD-flow-scripts/flow DESIGN_CONFIG=/design/flow/config.mk WORK_HOME=/design/flow/orfs finish
==> ./config.mk <==
export PLATFORM = sky130hd
export DESIGN_NAME = Alarm_Sound
export DESIGN_NICKNAME = Alarm_Sound
export VERILOG_FILES = /design/flow/design.v
export SDC_FILE = /design/flow/constraint.sdc
export NUM_CORES = 4
export LEC_CHECK = 1
export CORE_UTILIZATION = 50
==> ./constraint.sdc <==
current_design Alarm_Sound

set clk_period 5.1
set clk_io_pct 0.2

create_clock -name clk0 -period $clk_period [get_ports {clk}]

set non_clock_inputs [all_inputs -no_clocks]
set_input_delay [expr $clk_period * $clk_io_pct] -clock clk0 $non_clock_inputs
set_output_delay [expr $clk_period * $clk_io_pct] -clock clk0 [all_outputs]
==> metrics.csv <==
metric,value,unit
core_region_area,6420,um^2
path_max_fanout,7,
synth_cells,382,
hold_path.startpoint,tone[0]$_DFF_P_,
postPlaceCellArea,3400,um^2
drive_gt1_share,6.40,%
rsz0062_at_grt,false,
setup_violations,0,
dieHeight,84.1,um
die_w,84.1,um
hold_slack,0.453,ns
p_clk_share,38.8,%
async_flop_share,0,%
postCtsSetupRepairBufs,0,
p_int,0.568,mW
worstHoldPathCells,1,
avgSynthCellArea,8.83,um^2
stdcell_count,452,
critPathMaxStageDelay,0.42,ns
antenna_found_initial,0,
drv_cap,0,
slew_headroom,46.2,%
yosysTopAreaCell,dfxtp_1,
synth_flops,55,
synth_top_area_share,27.3,%
cts_resized,0,
p_seq_share,61.2,%
tns,0,ns
dieArea,7080,um^2
ff_type,dfxtp_1,
grtUsageTotal,18.3,%
endpoint_kind,flip-flop,
grt.overflow.total,0,
hold_path_class,flip-flop to flip-flop,
hold_end,tone[0]$_DFF_P_,
drc,0,
fin_crit_sh,43.8,%
grt_max_degree,26,
worst_pin_slew,0.806,ns
cts-buffers-inserted,5,
hpwlAfterDp,4.28,mm
clock_sinks,55,
syn_to_final_growth,4.19,%
first_pass_iters,21,
synthDistinctLibCells,61,
clkTransAtPathRegs,0.10,ns
io_pins,2,
p_leak,1.32,nW
place_ws,2.88,ns
crit_arrival,2.46,ns
wl,6.05,mm
routabilityCongestion,0.847,
clockBufferDepth,2,
log.warning_count,42,
cts-htree-levels,2,
critical_path_class,flip-flop to flip-flop,
finClkSkew,0.00626,ns
finalHoldViolCount,0,
cp_cell_sequence,inv_1 -> ha_1 -> nor2b_1 -> a21oi_1 -> a21oi_2 -> mux2_2 -> a311oi_1,
yosysMostFrequentCell,dfxtp_1,
swShare,20.7,%
fin_crit,2.24,ns
rows,29,
syn_area,3370,um^2
slowest_stage,dfxtp_1,
vias_per_cell,5.67,
power.switching,0.148,mW
status,finished clean,
postRouteAntennaNets,0,
power_density,204,nW/um^2
topCellsByArea,"dfxtp_1 (27%), ha_1 (8.9%), edfxtp_1 (8.0%)",
synth_seq_share,35.3,%
ff2ff_path_depth,7,
cts_hold_buf,0,
setup_slack,2.86,ns
worstReg2RegEnd,counter_note[2]$_DFF_P_,
ys_cells,382,
root_buffer,clkbuf_8,
combPwrFrac,0,%
r2r_setup_slack,2.86,ns
fmax,447,MHz
synthTopCellsByCount,"dfxtp_1 (46), xnor2_1 (29), nor2_1 (28), ha_1 (24), inv_1 (24)",
vias,2565,
edf_count,9,
grt_pass1_wl,10.7,mm
wl_per_cell,13.4,um
tritoncts,yes,
crit_required,5.32,ns
yosys_warnings,3,
drt_iter0_drc,124,
clk_latency,0.31,ns
grt_pass1_vias,2376,
start_kind,flip-flop,
ir_worst_vdd,0.000119,V
fin_area,3510,um^2
dp.cells,444,
reg2reg_from,sr.note[3]$_DFF_P_,
slew_violations,0,
ys_area,3370,um^2
fp_util,52.5,%
startpoint,sr.note[3]$_DFF_P_,
port_buffers,1,
antenna_cells,0,
logic make-up (layout without fill, tap and decap cells):
logic type                 Yosys count  after routing  synth area share, %
DFF                                 55             55                 35.3
muxes                                8              8                 2.45
and+or+nand+nor                    123            123                 19.8
adders and majority gates           24             24                 8.91
AOI/OAI and AO/OA                   90             90                 17.7
buffers and inverters               42             35                 5.38
xor gates and xnor gates            40             40                 10.4
routing by layer:
metal	global-route usage (%)	share of wire [%]	vias to the layer above
met4	2.04	0.73	0
met2	28.8	45	62
met5	0	0	-
met1	28.8	51	1145
met3	2.21	3.6	4
li1	-	-	1354
stage by stage:
step           utilization [%]  total power, mW
3_3_place_gp              53.0            0.449
5_1_grt                   54.7            0.745
2_1_floorplan                -            0.449
6_report                  54.7            0.717
3_5_place_dp              53.0            0.449
4_1_cts                   54.7            0.728
state kept, by name, indices dropped and copies added (netlist names):
signal and flops:
tone 31, counter_note 9, speaker 1, sr.note 6, counter_octave 8
worst max path at each step:
| stage | end | slack [ns] |
|---|---|---|
| after global routing | counter_note[2]$_DFF_P_ | 2.62 |
| final | counter_note[2]$_DFF_P_ | 2.86 |
| after CTS | counter_note[2]$_DFF_P_ | 2.85 |
power groups by stage:
stage                 registers, mW   logic (mW)  clock network, mW
final                         0.439  0.000000792              0.278
after global routing          0.439  0.000000792              0.306
after CTS                     0.439  0.000000792              0.289
cells in the final DEF, fill, tap and decap left out, types with 2 or more instances in the layout:
cell / netlist / final
nor4_1: 3 / 3
a311oi_1: 2 / 2
nand3_1: 18 / 18
o211ai_1: 2 / 2
nor4b_1: 3 / 3
o21ai_0: 17 / 17
a22oi_1: 2 / 2
dfxtp_1: 46 / 46
nand2b_1: 8 / 8
a221oi_1: 2 / 2
o31ai_1: 2 / 2
mux2i_1: 6 / 6
a211o_1: 2 / 2
buf_4: 0 / 2
xnor2_1: 29 / 29
o22ai_1: 6 / 6
and4_1: 2 / 2
a211oi_1: 6 / 6
nor2b_1: 6 / 6
ha_1: 24 / 24
xor2_1: 11 / 11
nand2_1: 20 / 20
inv_1: 24 / 24
o22a_1: 2 / 2
a21o_1: 3 / 3
nor2_1: 28 / 28
nand3b_1: 2 / 2
and3_1: 6 / 6
a31oi_1: 9 / 9
a21oi_1: 20 / 20
edfxtp_1: 9 / 9
a21oi_2: 2 / 2
o211a_1: 3 / 3
nand4_1: 10 / 10
clkbuf_8: 0 / 5
nor3_1: 5 / 5
mux2_2: 2 / 2
and2_1: 2 / 2
cell type report:
class,count,area (um^2)
clock buffer,6,93.8
clock inverter,2,17.5
fill,569,2910
inverter,24,90.1
sequential,55,1190
tap,77,96.3
multi-input combinational,285,2000
timing repair buffer,3,25.0
worst max-delay path: cells and delay by family, from the launching register on:
kind / cells / cell delay (ns)
AOI/OAI and AO/OA: 3 / 0.66
adders and majority gates: 1 / 0.41
buffers and inverters: 1 / 0.11
DFF: 1 / 0.42
muxes: 1 / 0.37
and+or+nand+nor: 1 / 0.19
Power figures rest on the tool's default switching activity, not on a simulated workload.
